`design/flow/run.sh`:
```
#!/bin/bash
# OpenROAD 26Q1-2900-gdf79404cd8, Yosys 0.63+post, stock flow scripts
make -C /OpenROAD-flow-scripts/flow DESIGN_CONFIG=/design/flow/config.mk WORK_HOME=/design/flow/orfs finish
```
`design/flow/design.v`:
```
`timescale 1ns / 1ps
module data_synchronizer 
#(
   parameter STAGES = 2,                   
   parameter DWIDTH = 8                    
)
(
   input  wire              clk,          
   input  wire              rstn,         
   input  wire  [DWIDTH-1:0] din,         
   input  wire              dready_i,     
   output reg  [DWIDTH-1:0] dout,         
   output reg              dready_o      
);
(* ASYNC_REG = "true" *) reg [STAGES-1:0] flipflops;
(* ASYNC_REG = "true" *) reg dready_sync;
always @(posedge clk)
begin
   if (~rstn) begin
      flipflops <= 'b0;
   end else begin
      flipflops <= {flipflops[STAGES-2:0], dready_i};
   end
end
always @(posedge clk)
begin
   if (~rstn) begin
      dout <= 'b0;
      dready_o <= 1'b0;
   end else begin
      if (dready_sync) begin
         dout <= din;
      end
      dready_o <= dready_sync;
   end
end
always @(posedge clk)
begin
   dready_sync <= flipflops[STAGES-1];
end
endmodule
```
`design/flow/config.mk`:
```
export PLATFORM = sky130hd
export DESIGN_NAME = data_synchronizer
export DESIGN_NICKNAME = data_synchronizer
export VERILOG_FILES = /design/flow/design.v
export SDC_FILE = /design/flow/constraint.sdc
export NUM_CORES = 4
export LEC_CHECK = 1
export CORE_AREA = 10 10 70 70
export DIE_AREA = 0 0 80 80
```
`design/flow/constraint.sdc`:
```
current_design data_synchronizer

set clk_period 1.9
set clk_io_pct 0.2

create_clock -name clk0 -period $clk_period [get_ports {clk}]

set non_clock_inputs [all_inputs -no_clocks]
set_input_delay [expr $clk_period * $clk_io_pct] -clock clk0 $non_clock_inputs
set_output_delay [expr $clk_period * $clk_io_pct] -clock clk0 [all_outputs]
```
==> ds_physical_params.txt <==
Physical design parameters

Parameter                              Value

Cells and area
  Area of the multi-input gates    150.1 um^2
  Filler cell count in the final layout    375
  Register area    between 200 and 250 um^2
  Fraction of final layout cells sized beyond drive strength 1    0.07547
  Number of standard cells in the layout, taps in and fillers out    99
  Post-layout util    0.1934
  P&R area growth vs syn    62.96%

Clock tree
  H-tree levels    1
  Clock network latency to the later pin of the worst-skew pair    0.26 ns
  Postcts setup bufs    0
  Clock edge transition at the registers on the reported setup and hold paths    approximately 0.070 ns
  Clock tree from TritonCTS    done
  Number of cells upsized or downsized after cts    0
  Number of buffers added to fix hold violations after cts    0
  CTS Sinks    12
  Clock buffer count from CTS    3
  Master cell of the clock root buffer    clkbuf_4
  Buffer depth of the longest clock path    2

Final timing
  RSZ-0062 raised after global routing    false
  Period utilization    0.7623
  Worst hold slack after final layout    roughly 0.33 ns
  Shortest period the worst path allows    about 1.4 ns
  Final worst slack    0.4517 ns
  Endpoints failing setup    0
  Final Hold Violation Tally    0
  Maximum frequency from static timing analysis    roughly 690 MHz
  TNS Setup    0 ns
  Clock skew after layout    0.0003482 ns
  Transition time at the pin with the least slew margin    around 0.52 ns
  Relative slew margins    0.6543
  Final count of pins violating max slew    0

Die
  Number of rows in the core area    21
  Starting density of the core    0.1187
  Horizontal die dimension    roughly 80 um
  Top-level port count    20
  Area of the die    6400 um^2
  Placeable Area    approximately 3400 um^2
  Die y size    approximately 80 um

Logic synthesis
  Yosys synthesis warning count    1
  Cell Type Count    7
  Flip-flop and latch count after synthesis    12
  YS chip area    405.4 um^2
  Yosys cell count    33
  Cell count after synthesis    33
  Mean area per synthesized cell    approximately 12 um^2
  Sequential cell area fraction in the yosys report    0.5926
  Summed instance area of the synthesized netlist    just over 400 um^2

Outcome
  Outcome    completed

Routing
  Met3 routed wirelength    around 120 um
  Detailed Routing Iterations Pass 1    2
  Vias after detailed routing    274
  Highest metal layer used by the detailed router    met3
  Met2 wire length    between 400 and 500 um
  Post-detailed-route DRC marker count    0
  Length of routed wiring on met1    406 um
  Ant diodes    0
  Detail Route Antenna Nets    0
  Detailed-route wire length    roughly 970 um
  Number of vias per cell after detailed routing    2.768
  Drt first-iter violations    2
  Post-DR wirelength/cell    9.828 um

Setup path
  Total buffers and inverters traversed by the critical path    1
  Largest fanout of any net on the critical path    2
  Kind of capture point of the worst setup path    output pin
  Data arrival time of the critical path    1.07 ns
  Cell count along the critical path    1
  Largest stage delay, worst path    0.48 ns
  Cell-by-cell trace of the critical path    clkdlybuf4s50_1
  Category of the critical setup timing path    reg2out
  Slowest CP cell    clkdlybuf4s50_1
  Crit path required time    roughly 1.5 ns
  Kind of start point of the critical path    flip-flop
  Worst R2R Path Depth    2
  Cell class contributing the biggest share of worst-path delay    buffers and inverters

GRT
  Initial antenna violation count    0
  Combined global-route utilization of all metal layers    0.02943
  Total gr overflow    0
  Largest net degree at the start of global routing    12
  First-pass GRT wire length    between 1000 and 1500 um
  Vias in the first global route    ~260

Run
  Total number of warnings across the stage logs    25
  Max-cap violations    0

Power and ir drop
  Relative contribution of combinational cells to total power    0.102
  Worst IR Drop VDD    108.0 uV
  Cell leakage power    0.2203 nW
  Clock network fraction of design power    0.324
  Sequential fraction of design power    0.574
  Internal    around 0.00037 W
  Switching component of the power    approximately 0.000093 W
  Power density normalized to cell area    just over 700 nW/um^2
  Switching Fraction    0.2010

Placed design
  Number of port buffers    19
  Pre-CTS WS    just over 0.5 ns
  Cell count after placement    approximately 96
  Routability congestion estimate    between 0.7 and 0.8

Worst hold path
  Hold/Removal Path Class    reg2reg
  Number of cells traversed by the worst hold path    0
==> power by group through the flow <==
stage	sequential (W)	combinational, W	clock, W
4_1_cts	0.000267	0.0000491	0.000168
5_1_grt	0.000268	0.0000516	0.000175
6_report	0.000267	0.0000474	0.000150
==> logic make-up after synthesis <==
kind of cell,count (synthesis),synth area share
mux,8,0.1975
simple gates,11,0.1728
flops,12,0.5926
buf+inv,2,0.03703
==> cell usage in the layout (no fill, tap or decap) <==
cell,count
dfxtp_1,12
nor2b_1,8
clkbuf_4,3
clkdlybuf4s50_1,19
and2_2,1
mux2i_1,8
and2_1,2
==> worst paths after layout <==
kind / slack [ns] / to / from
setup reg to reg: 0.84 / dout[0]$_SDFFE_PN0P_ / dready_sync$_DFF_P_
hold reg to reg: 0.33 / dready_sync$_DFF_P_ / flipflops[1]$_SDFF_PN0_
hold / removal: 0.33 / dready_sync$_DFF_P_ / flipflops[1]$_SDFF_PN0_
setup / recovery: 0.45 / dout[2] / dout[2]$_SDFFE_PN0P_
==> metal layers <==
layer,global-route usage,vias up
li1,-,148
met1,0.03408,116
met2,0.04254,10
met3,0.02159,0
met4,0.007042,0
met5,0,-
==> sequential cells by signal, indices dropped and copies added (netlist names) <==
signal and cells:
flipflops 2, dready_sync 1, dout 8, dready_o 1
==> stage by stage <==
step           total power (W)  area [um^2]
2_1_floorplan        0.0002870        405.4
6_report             0.0004648        660.6
4_1_cts              0.0004848        660.6
3_3_place_gp         0.0003208        638.1
3_5_place_dp         0.0003222        638.1
5_1_grt              0.0004956        660.6
==> Yosys cell counts <==
library cell / n / area share
and2_1: 2 / 0.031
and2_2: 1 / 0.019
buf_6: 1 / 0.028
nor2b_1: 8 / 0.12
mux2i_1: 8 / 0.20
clkbuf_1: 1 / 0.0093
dfxtp_1: 12 / 0.59
==> area by class of cell <==
class	count	share of cell area
timing repair buffer	19	0.2879
clock buffer	3	0.03409
multi-input combinational	19	0.2273
tap	46	0.08712
sequential	12	0.3636
Power figures rest on the tool's default switching activity, not on a simulated workload.
