`./config.mk`:
```
export PLATFORM = sky130hd
export DESIGN_NAME = clock_divider
export DESIGN_NICKNAME = clock_divider
export VERILOG_FILES = /design/flow/design.v
export SDC_FILE = /design/flow/constraint.sdc
export NUM_CORES = 4
export LEC_CHECK = 1
export CORE_AREA = 10 10 70 70
export DIE_AREA = 0 0 80 80
```
`./constraint.sdc`:
```
current_design clock_divider

set clk_period 2.2
set clk_io_pct 0.2

create_clock -name clk0 -period $clk_period [get_ports {clk}]

set non_clock_inputs [all_inputs -no_clocks]
set_input_delay [expr $clk_period * $clk_io_pct] -clock clk0 $non_clock_inputs
set_output_delay [expr $clk_period * $clk_io_pct] -clock clk0 [all_outputs]
```
`./design.v`:
```
module clock_divider (
    input  wire        clk,        
    input  wire        rstn,       
    output reg         clk_o       
);
parameter DV = 4;
reg   clk_rg        ;              
reg   [3:0] count  ;              
always @(posedge clk) begin
   if (rstn == 1'b0) begin 
         clk_rg <= 1'b0;
         count  <= 4'h0;
      end else begin    
         if (count == (DV/2)-1) begin
            count  <= 4'h0;
            clk_rg <= ~clk_rg;
         end else begin
            count  <= count + 4'h1;
     end                     
      end
end
assign clk_o = clk_rg;   
endmodule
```
`./run.sh`:
```
#!/bin/bash
# OpenROAD 26Q1-2900-gdf79404cd8, Yosys 0.63+post, stock flow scripts
make -C /OpenROAD-flow-scripts/flow DESIGN_CONFIG=/design/flow/config.mk WORK_HOME=/design/flow/orfs finish
```
==> results.rst <==
Implementation results
======================

.. list-table::
   :header-rows: 1

   * - Metric
     - Value
   * - Worst hold-check slack
     - 461 ps
   * - Number of primary I/O pins
     - 3
   * - Number of cells on the worst hold path
     - 1
   * - Global-route congestion overflow total
     - 0
   * - Number of max-slew violations in the final report
     - 0
   * - Crit path depth
     - 1
   * - Fraction of the core area covered by cells at the end of the flow
     - 0.0934
   * - Main area contributors
     - dfxtp_1, ha_1, nand2b_4
   * - Aggregate negative setup slack
     - 0 ps
   * - Number of buffers created by CTS
     - 3
   * - Type of element launching the critical path
     - flop
   * - Clock edge transition at the registers on the reported setup and hold paths
     - 50 ps
   * - Worst setup skew after layout
     - 4.34 ps
   * - Synthesized-area fraction occupied by xor and xnor cells
     - 0.0407
   * - H-tree lvl count
     - 1
   * - Arrival time of the worst setup path
     - 1050 ps
   * - Number of synthesized flops with an enable pin
     - 0
   * - Transition time of the tightest slew-check pin
     - 300 ps
   * - Summed standard-cell area reported by yosys
     - 215 um^2
   * - Share of post-route cells with drive strength above 1
     - 0.148
   * - Cells along the critical path
     - clkdlybuf4s50_1
   * - Chip Area
     - 6400 um^2
   * - Number of buffer and inverter stages on the critical path
     - 1
   * - Reg2reg path depth
     - 4
   * - Avg Synthesized Cell Area
     - 10.2 um^2
   * - Biggest combinational cell group after synthesis
     - simple AND/OR/NAND/NOR gates
   * - Power density relative to cell area
     - 788 nW/um^2
   * - Total inserted antenna cells
     - 0
   * - First-pass iteration count of the detailed router
     - 2
   * - Total of cells resized after clock tree synthesis
     - 0
   * - Unique masters post-synth
     - 14
   * - Peak supply drop
     - 0.145 mV
   * - Avg WL per Cell
     - 4.81 um
   * - Clk buf depth
     - 2
   * - Site row count
     - 21
   * - Vias
     - 159
   * - Post-synth top area share
     - 0.465
   * - Worst min path class
     - flop to flop
   * - Setup crit end kind
     - output pin
   * - Antenna-violating nets left
     - 0
   * - Tally of filler cells in the layout
     - 406
   * - Adder-Cell Fraction of Synth Area
     - 0.116
   * - AND-OR/OR-AND share of the synthesized area
     - 0.116
   * - Syn-to-layout area delta
     - 48.3%
   * - Relative slew margins
     - 0.798
   * - Async set or reset register ratio after synthesis
     - 0
   * - Final Wtd Congestion
     - 0.664
   * - Cell type group with the largest total delay on the critical path
     - buffers and inverters
   * - Total setup buffers inserted after CTS
     - 0
   * - Routed Wire Length
     - 351 um
   * - Achievable Freq
     - 670 MHz
   * - Via count of the first global-routing pass
     - 160
   * - Drt first-iter violations
     - 1
   * - Die Wd
     - 80 um
   * - Initial antenna violation count
     - 0
   * - Post-Syn Area
     - 215 um^2
   * - Count of endpoints failing hold in the final timing report
     - 0
   * - Total of endpoints with negative setup slack in the final report
     - 0
   * - Minimum period implied by the final worst setup slack
     - 1490 ps
   * - Number of sinks driven by the clock tree
     - 5
   * - Largest area contributor in the synthesized netlist
     - dfxtp_1
   * - Share of the clock period used by the worst path after layout
     - 0.678
   * - Worst stage delay on the critical path
     - 470 ps
   * - Post-DR vias/cell
     - 2.18
   * - Global router's overall resource usage
     - 0.0114
   * - Cell total in the yosys stat output
     - 21
   * - Crit path kind
     - flop to output pin
   * - Max-capacitance violation count
     - 0
   * - CP Max Fanout
     - 3
   * - Simple share
     - 0.244
   * - First-pass GRT wire length
     - 593 um
   * - Yosys top cell by instances
     - dfxtp_1
   * - Required time of the critical path
     - 1760 ps
   * - Fp_density
     - 0.0630
   * - CTS tree
     - yes
   * - Post-synthesis mux area share
     - 0
   * - Number of standard cells after synthesis
     - 21
   * - Main flop type
     - dfxtp_1
   * - Dpl hpwl
     - 267 um
   * - OpenROAD warnings
     - 26
   * - RSZ-0062 raised after global routing
     - no
   * - Worst path slowest cell
     - clkdlybuf4s50_1
   * - Later-pin clock latency in the skew report
     - 240 ps
   * - Port Buffer Count
     - 2
   * - Pin count of the biggest net entering global routing
     - 7
   * - CTS Root Cell
     - clkbuf_4
   * - Leak
     - 0.000105 uW
   * - Total core area
     - 3420 um^2
   * - Commonest cells in the netlist
     - dfxtp_1, ha_1, nor2_1, o21ai_0
   * - Vertical extent of the die
     - 80 um
   * - Quantity of hold-fixing buffers added after cts
     - 0
   * - Seq/Total Area, Yosys
     - 0.465
   * - Outcome
     - finished clean
   * - Synthesized flop and latch total
     - 5
   * - Number of design rule violations left after detail routing
     - 0
   * - Synthesis Warnings
     - 2
[path summary, 6_finish.rpt]
kind	startpoint	endpoint	slack (ps)
max	clk_rg	clk_o	710
min reg2reg	count[0]	count[0]	460
max reg2reg	count[0]	clk_rg	1050
min	count[0]	count[0]	460
[sequential cells by signal, summed over array words and instances, names as in the netlist]
name,count
count,4
clk_rg,1
[per-stage QoR]
| step | total power [uW] | worst slack [ps] | cells | cell area [um^2] |
|---|---|---|---|---|
| after detailed placement | 148 | 941 | 69 | 293 |
| after floorplan | 133 | 1110 | 21 | 215 |
| after global placement | 145 | 971 | 69 | 293 |
| after global routing | 272 | 668 | 73 | 319 |
| after CTS | 258 | 692 | 73 | 319 |
| final | 251 | 707 | 73 | 319 |
[routing by layer]
| metal | global-route usage | vias up | wire (um) |
|---|---|---|---|
| met5 | 0 | - | 0 |
| met3 | 0.0125 | 0 | 67 |
| met2 | 0.0169 | 6 | 146 |
| met1 | 0.0107 | 72 | 137 |
| li1 | - | 81 | - |
| met4 | 0.00176 | 0 | 0 |
[kinds of logic after synthesis]
kind of cell	count (synthesis)
simple gates	8
fa+ha+maj	2
xor+xnor	1
compound gates	4
flops	5
buf+inv	1
[power by group]
| part | total (uW) | switching [uW] | internal [uW] |
|---|---|---|---|
| registers | 110 | 8.46 | 102 |
| logic | 35.4 | 15.0 | 20.4 |
| clock network | 106 | 37.5 | 68.6 |
| total | 251 | 61.0 | 191 |
[layout by cell type (no fill, tap or decap), drive strengths merged]
cell type and count:
or3 1, clkbuf 4, nor2 2, ha 2, nand3 1, and2 1, xnor2 1, inv 1
a21boi 2, nand3b 1, clkdlybuf4s50 2, nand2b 2, dfxtp 5, o21ai 2
[final cells by class]
cell class	count	area [um^2]	area share
clock buffer	4	26.3	0.0824
inverter	1	3.75	0.0118
multi-input combinational	15	111	0.349
sequential	5	100	0.314
tap	46	57.6	0.180
timing repair buffer	2	20.0	0.0627
Power figures rest on the tool's default switching activity, not on a simulated workload.
