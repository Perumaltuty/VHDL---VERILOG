==> /design/flow/design.v <==
module pulse_generator (
    input clk,        
    input rstn,       
    output pulse_o );
parameter PERIOD = 4; 
reg pulse_rg;          
reg [7:0] count = 0;   
always @(posedge clk) begin
    if (~rstn) begin
        pulse_rg <= 1'b0;
        count <= 8'd0;
    end else begin
        if (count == PERIOD-1) begin
            count <= 8'd0;
            pulse_rg <= 1'b1;
        end else begin
            count <= count + 1;
            pulse_rg <= 1'b0;
        end
    end
end
assign pulse_o = pulse_rg;
endmodule
==> /design/flow/run.sh <==
#!/bin/bash
# OpenROAD 26Q1-2900-gdf79404cd8, Yosys 0.63+post, stock flow scripts
make -C /OpenROAD-flow-scripts/flow DESIGN_CONFIG=/design/flow/config.mk WORK_HOME=/design/flow/orfs finish
==> /design/flow/config.mk <==
export PLATFORM = sky130hd
export DESIGN_NAME = pulse_generator
export DESIGN_NICKNAME = pulse_generator
export VERILOG_FILES = /design/flow/design.v
export SDC_FILE = /design/flow/constraint.sdc
export NUM_CORES = 4
export LEC_CHECK = 1
export CORE_AREA = 10 10 70 70
export DIE_AREA = 0 0 80 80
==> /design/flow/constraint.sdc <==
current_design pulse_generator

set clk_period 2.2
set clk_io_pct 0.2

create_clock -name clk0 -period $clk_period [get_ports {clk}]

set non_clock_inputs [all_inputs -no_clocks]
set_input_delay [expr $clk_period * $clk_io_pct] -clock clk0 $non_clock_inputs
set_output_delay [expr $clk_period * $clk_io_pct] -clock clk0 [all_outputs]
==> impl_metrics.tcl <==
# flow metrics
set metrics [dict create \
    grt_pass1_wl_microns 1090 \
    cts_hold_buf 0 \
    r2r_cells 4 \
    tool_warnings 26 \
    critPathCaptureType "register" \
    ys_seq_share_pct 46.5 \
    hp-start "count[0]" \
    startpoint_type "register" \
    yosysWarnings 1 \
    cts_buffers 3 \
    drcViolationCount 0 \
    mux_share_pct 0 \
    finalSetupViolCount 0 \
    p_sw_share_pct 22.6 \
    ys_sh_aoi_pct 14.8 \
    status "completed" \
    cts_tree "built" \
    finalSetupTns_ns 0 \
    rsz0062_at_grt "false" \
    comb_area_sq_um 204 \
    clock_sinks 9 \
    wl_per_cell_microns 6.57 \
    die_h_microns 80 \
    postCtsResizedCells 0 \
    drive_gt1_share_pct 11.1 \
    clk_latency_ns 0.26 \
    path_clk_slew_ns 0.06 \
    row_count 21 \
    hp-class "reg2reg" \
    maxSlewHeadroom_pct 68.8 \
    reg2reg_to "count[2]" \
    finalCriticalPeriod_ns 1.68 \
    period_used_pct 76.2 \
    p_leak_uw 0.000160 \
    diodes 0 \
    final_core_util_pct 14.4 \
    synth.logic.top_family "simple AND/OR/NAND/NOR gates" \
    wl_microns 598 \
    ir_drop_mv 0.200 \
    final_antenna_net_count 0 \
    synth_cell_types 16 \
    yosys.area_share.xor_xnor_pct 6.77 \
    drv_slew 0 \
    p_comb_share_pct 7.6 \
    synth_cells 39 \
    antenna_found_initial 0 \
    h-tree-depth 1 \
    hold_violations 0 \
    min_to "count[0]" \
    crit_arrival_ns 1.81 \
    cp_max_fo 7 \
    critical_path_class "reg2reg" \
    finalClockSkew_ns 0.00293 \
    hold_path_depth 1 \
    rrSetupSlack_ns 0.52 \
    postCtsSetupRepairBufs 0 \
    dr.pass1.iters 4 \
    via_count 286 \
    place.gp.congestion 0.753 \
    port-buffer-count 2 \
    tightest_slew_ns 0.466 \
    yosys.area_share.simple_pct 24.5 \
    core_sq_mm 0.00342 \
    area_growth_pct 26.8 \
    synth_area_sq_um 388 \
    ys_cells 39 \
    grt_use_total_pct 2.12 \
    seq_power_share_pct 54.2 \
    pre_cts_ws_ns 0.516 \
    routed_via_density 3.14 \
    num_io_pins 3 \
    internal-power_uw 254 \
    r2r-start "count[0]" \
    yosysChipArea_sq_um 388 \
    p_clk_share_pct 38.1 \
    avgSynthCellArea_sq_um 9.95 \
    ys.flops 9 \
    adder_share_pct 6.45 \
    grt_max_degree 8 \
    place_hpwl_microns 467 \
    initial_core_util_pct 11.4 \
    drt-initial-drc-count 8 \
    powerDensity_mw_per_mm2 667 \
    die_x_microns 80 \
    cts_buffer_depth 2 \
    fmax_mhz 597 \
    num-fill-cells 398 \
    worst_slack_ns 0.524 \
    maxCapViolations 0 \
    grt_pass1_vias 273 \
    grt-ovfl-total 0 \
    p_switching_uw 74.1 \
    dieArea_sq_mm 0.00640 \
    regArea_sq_um 180 \
    cts_root_buffer "clkbuf_4" \
    required_ns 2.33 \
]
## layer usage
layer | up-vias | GRT usage, % | wire, microns
met2 | 6 | 3.21 | 257
li1 | 150 | - | -
met3 | 2 | 2.05 | 75
met5 | - | 0 | 0
met4 | 0 | 0.352 | 10
met1 | 128 | 2.08 | 255
## cell type report
cell class                 instances  share of cell area (%)
clock buffer                       4                    5.34
sequential                         9                    36.6
timing repair buffer               2                    4.07
tap                               46                    11.7
multi-input combinational         29                    41.5
inverter                           1                   0.763
## cells by family after synthesis
group,count (synthesis)
xor+xnor,3
buf+inv,1
fa+ha+maj,2
compound gates,7
simple gates,17
flops,9
## synthesized netlist by cell type (all sizes together)
| cell type | count | area [sq um] |
|---|---|---|
| inv | 1 | 3.75 |
| a21oi | 3 | 15.0 |
| or4b | 1 | 13.8 |
| xnor2 | 2 | 17.5 |
| nand4 | 1 | 6.26 |
| dfxtp | 9 | 180 |
| xor2 | 1 | 8.76 |
| ha | 2 | 25.0 |
| and2 | 2 | 12.5 |
| nor4 | 1 | 6.26 |
| o21ai | 3 | 15.0 |
| nand2 | 2 | 7.51 |
| nor2 | 4 | 15.0 |
| or3 | 3 | 18.8 |
| o41ai | 1 | 27.5 |
| nand3 | 3 | 15.0 |
## cell usage in the layout, fill, tap and decap left out
| cell | n |
|---|---|
| nor2_1 | 4 |
| a21oi_1 | 3 |
| or4b_4 | 1 |
| xnor2_1 | 2 |
| ha_1 | 2 |
| nand2_1 | 2 |
| dfxtp_1 | 9 |
| inv_1 | 1 |
| nand3_1 | 3 |
| o21ai_0 | 3 |
| or3_1 | 3 |
| clkbuf_4 | 3 |
| clkdlybuf4s50_1 | 2 |
| nand4_1 | 1 |
| clkbuf_1 | 1 |
| and2_1 | 2 |
| nor4_1 | 1 |
| xor2_1 | 1 |
| o41ai_4 | 1 |
## sequential cells by signal (all words and copies together), names as in the netlist
register and cells:
count 8, pulse_rg 1
## through the flow
step           hold slack (ns)  instances  power (uW)  area [sq um]
6_report                 0.469         91         328           492
5_1_grt                  0.510         91         350           492
3_5_place_dp             0.467         87         207           465
4_1_cts                  0.480         91         335           492
3_3_place_gp             0.448         87         205           465
2_1_floorplan            0.433         39         198           388
## worst max-delay path, cell delays in order, from the launching register on
cell and delay, ns:
dfxtp_1 0.37, ha_1 0.19, or4b_4 0.48, o41ai_4 0.41
nor2_1 0.10
## how the worst max path moves through the flow
| stage | start | cells after the start | to | slack [ns] |
|---|---|---|---|---|
| 5_1_grt | count[0] | 4 | count[2] | 0.42 |
| 6_report | count[0] | 4 | count[2] | 0.52 |
| 4_1_cts | count[0] | 4 | count[2] | 0.51 |
## power groups by stage
stage,clock (uW),sequential [uW],combinational (uW)
4_1_cts,131,178,25.7
5_1_grt,144,179,27.7
6_report,125,178,25.1
Power and IR drop assume default switching activity.
